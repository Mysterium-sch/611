## ./config.mk

```make
export PLATFORM = sky130hd
export DESIGN_NAME = top
export DESIGN_NICKNAME = top
export VERILOG_FILES = /design/flow/design.v
export SDC_FILE = /design/flow/constraint.sdc
export NUM_CORES = 4
export LEC_CHECK = 1
export CORE_UTILIZATION = 30
```

## ./constraint.sdc

```tcl
current_design top

set clk_period 3.4
set clk_io_pct 0.2

create_clock -name clk0 -period $clk_period [get_ports {CLOCK_50}]

set non_clock_inputs [all_inputs -no_clocks]
set_input_delay [expr $clk_period * $clk_io_pct] -clock clk0 $non_clock_inputs
set_output_delay [expr $clk_period * $clk_io_pct] -clock clk0 [all_outputs]
```

## ./design.v

```verilog
module hexdriver(input logic [3:0] val, output logic [6:0] hex);
	always @ (val)
	begin 
	case (val)
            0 : hex = 7'b1000000;
            1 : hex = 7'b1111001;
            2 : hex = 7'b0100100;
            3 : hex = 7'b0110000;
            4 : hex = 7'b0011001;
            5 : hex = 7'b0010010;
            6 : hex = 7'b0000010;
            7 : hex = 7'b1111000;
            8 : hex = 7'b0000000;
            9 : hex = 7'b0010000;
	    10 : hex = 7'b0001000;
	    11 : hex = 7'b0000000;
	    12 : hex = 7'b1000110;
	    13 : hex = 7'b1000000;
	    14 : hex = 7'b0000110;
	    15 : hex = 7'b0001110;
            default : hex = 7'b1111111; 
endcase
end 
endmodule
module top (
	input 		          		CLOCK_50,
	input 		          		CLOCK2_50,
	input 		          		CLOCK3_50,
	output		     [8:0]		LEDG,
	output		    [17:0]		LEDR,
	input 		     [3:0]		KEY,
	input 		    [17:0]		SW,
	output		     [6:0]		HEX0,
	output		     [6:0]		HEX1,
	output		     [6:0]		HEX2,
	output		     [6:0]		HEX3,
	output		     [6:0]		HEX4,
	output		     [6:0]		HEX5,
	output		     [6:0]		HEX6,
	output		     [6:0]		HEX7
);
	logic [23:0] clkdiv;
	logic ledclk;
	assign ledclk = clkdiv[23];
	logic [25:0] leds;
	assign LEDR = leds[25:8];
	assign LEDG = leds[7:0];
	logic ledstate;
	initial begin
		clkdiv = 26'h0;
		leds = 26'b1;
		ledstate = 1'b0;
	end
	always @(posedge CLOCK_50) begin
		clkdiv <= clkdiv + 1;
	end
	always @(posedge ledclk) begin
		if ( (ledstate == 0) && (leds == 26'b10000000000000000000000000) ) begin
			ledstate <= 1;
			leds <= leds >> 1;
		end else if (ledstate == 0) begin
			ledstate <= 0;
			leds <= leds << 1;
		end else if ( (ledstate == 1) && (leds == 26'b1) ) begin
			ledstate <= 0;
			leds <= leds << 1;
		end else begin
			leds <= leds >> 1;
		end
	end
		logic [3:0] hold;
		assign hold[3:2] = 2'b0;
		assign hold[1:0] = SW[17:16];
                hexdriver hex1 (.val(SW[3:0]), .hex(HEX0));
		hexdriver hex2 (.val(SW[7:4]), .hex(HEX1));
                hexdriver hex3 (.val(SW[11:8]), .hex(HEX2));
		hexdriver hex4 (.val(SW[15:12]), .hex(HEX3));
		hexdriver hex5 (.val(hold), .hex(HEX4));
                hexdriver hex6 (.val(4'b0), .hex(HEX5));
                hexdriver hex7 (.val(4'b0), .hex(HEX6));
		hexdriver hex8 (.val(4'b0), .hex(HEX7));
	endmodule
```

## ./run.sh

```bash
#!/bin/bash
# OpenROAD 26Q1-2900-gdf79404cd8, Yosys 0.63+post, stock flow scripts
make -C /OpenROAD-flow-scripts/flow DESIGN_CONFIG=/design/flow/config.mk WORK_HOME=/design/flow/orfs finish
```

==> reports/summary.log <==
[status] run status completed
[die] core outline area 0.00924 sq mm
[hold_path] Hold Startpoint clkdiv[0]
[sta] final setup skew 0.00285 ns
[route] number of DRC markers in iteration 0 83
[placed_design] cell total after placement 493
[flow_run] number of warnings in the stage logs 47
[global_routing] global route overflow 0
[synthesis] Yosys warning count 2
[synthesis] summed instance area of the synthesized netlist 0.00287 sq mm
[route] Detailed Route WL 4.90 mm
[flow_run] max-cap viol count 0
[synthesis] total of flip-flops plus latches after synthesis 51
[clock_tree] H-tree levels 1
[placed_design] last weighted congestion value of the routability-driven placer 0.759
[sta] final tally of setup violations 0
[setup_path] critical register-to-register path startpoint clkdiv[0]
[setup_path] worst setup path start SW[1]
[clock_tree] CTS Root Buffer Type clkbuf_8
[synthesis] Dominant cell area share 35.6%
[route] residual DRC count 0
[route] via/cell ratio 4.29
[power] leakage component of the power 1.52 nW
[die] horizontal extent of the die 99.8 microns
[clock_tree] total CTS buffers 3
[die] total number of placement rows 35
[setup_path] Critical Path Start Type input port
[global_routing] largest net degree at the start of global routing 29
[clock_tree] largest buffer count on any clock path 2
[die] fraction of the core area occupied by cells at floorplan 31.0%
[synthesis] synthesized instance count 298
[synthesis] chip area from the yosys synthesis statistics 0.00287 sq mm
[route] Via Count 2134
[synthesis] sequential area share after synthesis 35.6%
[sta] number of endpoints with negative hold slack in the final report 0
[die] num ports 108
[sta] unrepaired setup endpoints after global routing false
[route] number of routed nets with antenna violations 0
[synthesis] library cell with the largest summed area after synthesis dfxtp_1
[sta] part of the cycle the worst path needs 94.6%
[setup_path] kind of critical path in -> out
[clock_tree] post_cts resized 0
[setup_path] CP Data Arrival Time 2.54 ns
[layout] fraction of layout cells with a size suffix above 1 11.4%
[die] Die Area 0.00995 sq mm
[clock_tree] hold-fix buffers at CTS 0
[global_routing] via count of the first global-routing pass 1857
[synthesis] count of unique library cells instantiated by Yosys 37
[synthesis] Post-synth area hogs dfxtp_1 36%, ha_1 9.2%, mux2_2 8.6%, buf_4 6.5%, xnor2_1 5.5%
[sta] relative slew slack 49.3%
[sta] number of register pins that no clock reaches 27
[sta] count of endpoints without a timing constraint 53
[clock_tree] clock-pin slew reported for the worst setup and hold paths after clock tree synthesis 0.08 ns
[clock_tree] CTS tree yes
[hold_path] class of the worst hold path reg -> reg
[layout] non-filler cells, final 497
[sta] Max Slew Vio Count 0
[setup_path] category of the worst setup path capture point output port
[placed_design] port bufs 78
[route] first-pass detailed-route iteration total 4
[setup_path] data required time at the worst endpoint 2.72 ns
[placed_design] hpwl dp 3.92 mm
[sta] accumulated negative setup slack 0 ns
[route] number of antenna diodes 0
[sta] slew at the pin with the worst max-slew slack 0.759 ns
[setup_path] Max Fanout on Critical Path 5
[layout] Synth-to-Final Area Change 30.2%
[sta] timing-limited maximum frequency 0.311 GHz
[synthesis] cell count in the Yosys report 298
[clock_tree] postcts setup bufs 0
[power] power density over the cells 169 mW/mm^2
[die] die extent in y 99.8 microns
[global_routing] initial antenna violation count 0
[clock_tree] clk ins delay skew pair 0.26 ns
[sta] fin crit period 3.22 ns
[power] worst ir drop on vdd 0.000147 V
[synthesis] average cell area after synthesis 9.62 sq um
[global_routing] total routing usage reported by global routing 9.81%
[global_routing] first-pass GRT wire length 8.29 mm
[route] WL/cell 9.85 microns
[layout] tally of filler cells in the layout 893
==> critical path, stage by stage <==
cell             delay, ns
clkdlybuf4s50_1       0.55
inv_1                 0.10
ha_1                  0.30
inv_1                 0.04
mux4_2                0.45
clkdlybuf4s50_1       0.42
==> cell usage after synthesis <==
master and instances:
or2_2 1, a2bb2oi_1 1, nor2_1 24, nand2_1 17
nor3_1 2, nand3_1 7, nand2b_1 2, nor4_1 6
dfxtp_1 51, buf_2 2, nand4_4 1, o21ai_0 8
and4_1 2, o31ai_1 2, nand4_1 8, inv_1 18
nor2b_1 3, a22o_1 6, and2_1 2, ha_1 21
buf_1 1, mux4_2 4, xnor2_1 18, o22ai_1 3
conb_1 2, o21a_1 1, a21oi_1 10, clkbuf_1 8
nand4_2 1, or3_4 1, nor4_4 2, and4_2 1
xor2_1 5, buf_4 25, mux2_2 22, mux2i_1 8
nor2_2 2
==> sequential cells by signal (all words and copies together), names as in the netlist <==
register,flops
leds,26
clkdiv,24
ledstate,1
==> path summary, 6_finish.rpt <==
path	endpoint	slack, ns	depth (start not counted)
setup / recovery	HEX0[3]	0.18	6
hold / removal	clkdiv[0]	0.43	1
setup reg to reg	clkdiv[20]	1.76	5
hold reg to reg	clkdiv[0]	0.43	1
==> layer usage <==
layer | vias up | share of wire (%) | GRT usage, %
li1 | 1112 | - | -
met2 | 52 | 44 | 15.4
met1 | 968 | 51 | 15.4
met5 | - | 0 | 0
met3 | 2 | 4.2 | 1.29
met4 | 0 | 0.20 | 0.339
==> report_power, final <==
group          internal, W  leakage [nW]  switching (W)
Combinational     0.000102          1.08      0.0000563
Sequential        0.000281         0.411              0
Clock             0.000103        0.0288      0.0000869
Total             0.000486          1.52       0.000143
==> per-stage QoR <==
stage	power [W]	util, %	area [sq um]	setup WS (ns)	hold WS, ns
finish	0.000629	40.4	3730	0.182	0.432
global placement	0.000447	39.8	3680	0.192	0.409
floorplan	0.000373	-	2950	1.24	0.390
global route	0.000665	40.4	3730	0.0823	0.458
CTS	0.000640	40.4	3730	0.171	0.434
detailed placement	0.000447	39.8	3680	0.183	0.413
==> kinds of logic after synthesis <==
family                   after synthesis  share of synthesized area (%)
multiplexers                          34                           14.6
buffers and inverters                 54                           10.4
AND-OR/OR-AND                         31                           6.72
XOR/XNOR                              23                           7.03
AND/OR/NAND/NOR                       82                           16.2
adder cells (fa/ha/maj)               21                           9.17
other                                  2                          0.262
flip-flops                            51                           35.6
==> placed cells by master, fill, tap and decap left out, types with 2 or more instances in the layout <==
cell type / n
o31ai_1: 2
nor2_1: 24
inv_1: 18
and2_1: 2
mux4_2: 4
o22ai_1: 3
mux2_2: 22
nor4_4: 2
nor3_1: 2
dfxtp_1: 51
o21ai_0: 8
nand3_1: 7
mux2i_1: 8
nand2_1: 17
nor2_2: 2
clkdlybuf4s50_1: 78
nor2b_1: 3
and4_1: 2
buf_4: 3
conb_1: 23
nand4_1: 8
a22o_1: 6
xnor2_1: 18
a21oi_1: 10
clkbuf_8: 4
nor4_1: 6
nand2b_1: 2
ha_1: 21
xor2_1: 5
==> cell type report <==
| cell class | instances | area, sq um | share of cell area [%] |
|---|---|---|---|
| multi-input combinational | 214 | 1630 | 43.5 |
| sequential | 51 | 1020 | 27.3 |
| timing repair buffer | 81 | 803 | 21.5 |
| tap | 129 | 161 | 4.32 |
| inverter | 18 | 67.6 | 1.81 |
| clock buffer | 4 | 55.1 | 1.47 |
Power figures rest on the tool's default switching activity, not on a simulated workload.
